===== flow/run.sh =====
#!/bin/bash
# OpenROAD 26Q1-2900-gdf79404cd8, Yosys 0.63+post, stock flow scripts
make -C /OpenROAD-flow-scripts/flow DESIGN_CONFIG=/design/flow/config.mk WORK_HOME=/design/flow/orfs finish

===== flow/config.mk =====
export PLATFORM = sky130hd
export DESIGN_NAME = lab8
export DESIGN_NICKNAME = lab8
export VERILOG_FILES = /design/flow/design.v
export SDC_FILE = /design/flow/constraint.sdc
export NUM_CORES = 4
export LEC_CHECK = 1
export CORE_AREA = 10 10 87 87
export DIE_AREA = 0 0 97 97

===== flow/constraint.sdc =====
current_design lab8

set clk_period 4.1
set clk_io_pct 0.2

create_clock -name clk0 -period $clk_period [get_ports {clk}]

set non_clock_inputs [all_inputs -no_clocks]
set_input_delay [expr $clk_period * $clk_io_pct] -clock clk0 $non_clock_inputs
set_output_delay [expr $clk_period * $clk_io_pct] -clock clk0 [all_outputs]

===== flow/design.v =====
module lab8(clk, clkout);
	input clk;
	output reg clkout;
	reg [18:0] q;
	always @(posedge clk)
	begin
		if(q == 12500)
		begin
			clkout <= ~clkout;
			q <= 0;
		end
		else
			q <= q + 1;
	end
endmodule

==> run summary <==
Observations from the implementation run.

Timing:
- The run puts the final number of max-transition violations at 0.
- Counting endpoints that fail hold in the final report gives 0.
- After layout, the minimum clock period comes to 1.89 ns.
- Between clock sinks in the finished design, the worst skew comes to around 0.0043 ns.
- The run puts the final period utilization at about 46%.
- The run puts the relative slew slack at 61.7%.
- The run gives the achievable clock frequency as 530 MHz.
- The run puts the slew at the pin closest to its max-slew limit at 0.571 ns.
- The final layout reports a setup TNS of 0 ns.
- For this run, the final setup violation count is recorded as 0.
- Setup repair after global routing left no endpoint under its margin.

Critical path:
- For the worst reg-to-reg path, the startpoint reported by OpenROAD is q[0].
- The run gives the worst reg-to-reg path cell count as 5.
- The run gives the reg2reg setup slack as ~2.3 ns.
- In this run the critical path is formed by clkdlybuf4s50_1.
- In this run the number of cells on the critical path is 1.
- Broken down by cell family, the worst path's largest delay share belongs to buffers and inverters.
- For the worst setup path, the data required time is approximately 3.3 ns.
- Along the critical path, the tally of buffer and inverter instances is 1.
- The run gives the startpoint type of the worst setup path as a flip-flop.
- The report shows a maximum critical-path fanout of 2.
- The worst setup path is captured at an output port.
- The run gives the capture instance of the worst register-to-register path as clkout.
- Per STA, the endpoint of the critical path is clkout.
- The run puts the worst stage delay on the critical path at 0.48 ns.
- Looking at the setup timing report, the critical path kind is reg -> out.
- The run gives the worst endpoint data arrival time as between 1 and 1.5 ns.
- The run gives the slowest cell on the critical path as sky130_fd_sc_hd__clkdlybuf4s50_1.
- In this run the worst setup path begins at clkout.

Clocking:
- TritonCTS built the clock tree.
- The run gives the buffer depth of the longest clock path as 2.
- Buffers added to address setup during post-CTS repair amount to 0.
- The number of clock buffers added by TritonCTS is 3.
- On the reported timing paths, the clock transition at the registers reads about 0.07 ns.
- CTS placed an instance of sky130_fd_sc_hd__clkbuf_8 at the clock tree root.
- The run gives the clock sink total as 20.
- The run puts the number of gates resized after cts at 0.
- For this design, the CTS-stage hold fixing added 0 buffers.
- The run puts the clock insertion delay at the later pin of the skew report at 0.26 ns.
- In this run the number of H-tree levels came out at 1.

Global route:
- The run gives the number of global-route vias before repair as 575.
- The run gives the met1 capacity usage during global routing as around 4.6%.
- The run gives the pin count of the biggest net entering global routing as 12.
- The run puts the met2 routing resource usage after global routing at ~4.4%.
- The run puts the initial antenna violation count at 0.
- The run gives the global-route wire length before repair as 2640 um.
- The run gives the aggregate global-route resource usage as around 3.2%.
- The run gives the global routing's busiest layer as met1.
- The run gives the remaining global-route overflow as 0.
- Routing resource usage on met3 recorded by global route was between 1 and 1.5%.

Detailed routing:
- The run gives the number of antenna cells inserted as 0.
- The run puts the detailed-routing iteration count for the pre-antenna-repair pass at 3.
- The final route contains around 590 vias.
- The run gives the number of nets with antenna violations after detailed routing as 0.
- The detailed router reported a total wirelength of 1380 um.
- The run gives the average detailed-routed wire length per instance as ~8.4 um.
- The run puts the number of DRC violations after detailed routing at 0.
- The run puts the number of DRC markers in iteration 0 at between 90 and 100.
- Using the TritonRoute via totals, the vias-per-cell ratio works out to 3.58.

Floorplan:
- After floorplanning, the core was sized to cover 0.00564 mm2.
- The run puts the horizontal extent of the die at 97 um.
- The run puts the die outline area at 0.00941 mm2.
- The run puts the share of the core filled by cells before placement at 15.2%.
- The run puts the number of ports placed on the die boundary at 2.
- The report lists the number of standard-cell rows as 27.
- In this run the vertical extent of the chip is 97 um.

Cells and area:
- The run puts the final non-filler cell area at 0.00100 mm2.
- The run gives the fraction of layout instances using a drive strength above 1 as approximately 7.6%.
- The run gives the count of placed standard cells in the final layout, fillers left out as between 150 and 200.
- The run gives the area growth from synthesis to layout as 16.9%.

Synthesis:
- The run puts the area fraction of the dominant cell type after synthesis at 44.3%.
- Counting distinct cell types in the post-synthesis netlist gives 20.
- The run puts the yosys stat cell total at around 90.
- The run gives the number of storage elements in the synthesis netlist as 20.
- The run gives the sequential share of the synthesized area as 47.8%.
- The run puts the total standard cell area after synthesis at approximately 860 um2.
- The run gives the cell count after synthesis as about 89.
- Counting the warning lines in the Yosys log gives 1.
- The run puts the area reported by Yosys stat at 858 um2.
- The run puts the average size of a mapped cell at between 9 and 10 um2.
- Of all cell types, the one taking the most synthesized area is sky130_fd_sc_hd__dfxtp_1.
- By area the synthesized netlist is led by sky130_fd_sc_hd__dfxtp_1 44%, sky130_fd_sc_hd__xnor2_1 12%, sky130_fd_sc_hd__nor2_1 5.7%.

Min path:
- The most critical min-delay path falls under reg -> reg.
- The run gives the worst hold path cell count as 1.

Flow run:
- The run puts the number of maximum-capacitance violations at 0.
- In this run the tools logged warnings totalling 26.

Place:
- The run puts the count of buffers from port buffering at 1.
- The run puts the total half-perimeter wirelength after legalization and detailed placement at 977 um.
- In this run the cell area measured after placement is 948 um2.
- After detailed placement, the design holds a cell count of 160.
- The run gives the last weighted congestion value of the routability-driven placer as 0.816.

Run status:
- The run finished with clean final reports.

Pwr:
- The run puts the power per cell area at about 340 mW/mm2.
- The run puts the worst vdd rail ir drop at 193 uV.
- The run gives the leakage power total as 0.319 nW.
==> cells by family (layout without fill, tap and decap cells) <==
family        Yosys count  count (layout)  synth area share [%]
simple gates           43              43                  28.6
flops                  20              20                  47.8
xor+xnor               17              17                  17.3
buf+inv                 7              10                  3.35
fa+ha+maj               2               2                  2.91
==> layout by cell type (no fill, tap or decap), drive strengths merged, types with 2 or more instances in the layout <==
master	n
clkbuf	4
dfxtp	19
ha	2
inv	5
nand2	6
nand3	7
nand4	7
nor2	13
nor3	3
nor4	3
xnor2	12
xor2	5
==> cell usage after synthesis <==
library cell / n
sky130_fd_sc_hd__and3_1: 1
sky130_fd_sc_hd__and4bb_1: 1
sky130_fd_sc_hd__buf_2: 1
sky130_fd_sc_hd__clkbuf_2: 1
sky130_fd_sc_hd__dfxtp_1: 19
sky130_fd_sc_hd__edfxtp_1: 1
sky130_fd_sc_hd__ha_1: 2
sky130_fd_sc_hd__inv_1: 5
sky130_fd_sc_hd__nand2_1: 6
sky130_fd_sc_hd__nand3_1: 7
sky130_fd_sc_hd__nand4_1: 7
sky130_fd_sc_hd__nor2_1: 13
sky130_fd_sc_hd__nor2b_1: 1
sky130_fd_sc_hd__nor3_1: 3
sky130_fd_sc_hd__nor4_1: 1
sky130_fd_sc_hd__nor4_2: 1
sky130_fd_sc_hd__nor4_4: 1
sky130_fd_sc_hd__nor4b_2: 1
sky130_fd_sc_hd__xnor2_1: 12
sky130_fd_sc_hd__xor2_1: 5
==> worst min-delay path by stage <==
stage	start	end	slack (ns)
CTS	q[18]	q[18]	0.46
global route	q[18]	q[18]	0.48
finish	q[18]	q[18]	0.46
==> worst reg2reg max path, cell delays in order, from the launching register on <==
cell and delay, ns:
sky130_fd_sc_hd__dfxtp_1 0.35, sky130_fd_sc_hd__inv_1 0.07, sky130_fd_sc_hd__ha_1 0.14, sky130_fd_sc_hd__nor4b_2 0.18
sky130_fd_sc_hd__nand3_1 0.15, sky130_fd_sc_hd__nor4_4 0.53
==> per-stage QoR <==
stage | util [%] | worst slack [ns] | power [W] | hold slack, ns
6_report | 17.8 | 2.21 | 0.000343 | 0.458
4_1_cts | 17.8 | 2.20 | 0.000348 | 0.461
3_3_place_gp | 16.8 | 2.38 | 0.000200 | 0.448
3_5_place_dp | 16.8 | 2.33 | 0.000200 | 0.449
2_1_floorplan | - | 2.53 | 0.000200 | 0.427
5_1_grt | 17.8 | 2.16 | 0.000357 | 0.482
==> metal layers <==
layer | wire, um | vias to the layer above | share of wire (%)
li1 | - | 303 | -
met1 | 767 | 273 | 56
met4 | 0 | 0 | 0
met2 | 535 | 11 | 39
met5 | 0 | - | 0
met3 | 73 | 0 | 5.3
==> where the power goes <==
part | leakage, nW | switching [W] | total [W] | internal (W)
clock network | 0.0288 | 0.0000622 | 0.000148 | 0.0000854
logic | 0.125 | 0 | 0.000000000125 | 0
registers | 0.165 | 0 | 0.000195 | 0.000195
==> state kept, by name, indices dropped and copies added, names as in the netlist <==
signal,count
clkout,1
q,19
==> cell type report <==
cell class,instances,area (um2)
clock buffers,4,55.1
inverters,5,18.8
fillers,617,4640
flip-flops and latches,20,410
well taps,72,90.1
multi-input cells,62,419
repair buffers,1,10.0
Power is estimated from default activity; no workload was simulated.
