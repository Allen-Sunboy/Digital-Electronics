### flow/run.sh
#!/bin/bash
# OpenROAD 26Q1-2900-gdf79404cd8, Yosys 0.63+post, stock flow scripts
make -C /OpenROAD-flow-scripts/flow DESIGN_CONFIG=/design/flow/config.mk WORK_HOME=/design/flow/orfs finish
### flow/config.mk
export PLATFORM = sky130hd
export DESIGN_NAME = lab7
export DESIGN_NICKNAME = lab7
export VERILOG_FILES = /design/flow/design.v
export SDC_FILE = /design/flow/constraint.sdc
export NUM_CORES = 4
export LEC_CHECK = 1
export CORE_AREA = 10 10 80 80
export DIE_AREA = 0 0 90 90
### flow/constraint.sdc
current_design lab7

set clk_period 7.0
set clk_io_pct 0.2

create_clock -name clk0 -period $clk_period

set non_clock_inputs [all_inputs -no_clocks]
set_input_delay [expr $clk_period * $clk_io_pct] -clock clk0 $non_clock_inputs
set_output_delay [expr $clk_period * $clk_io_pct] -clock clk0 [all_outputs]
### flow/design.v
module add(A, B, CO);
	input [2:0] A, B;
	output [7:0] CO;
	assign CO = A + B;
endmodule
module sub(A, B, CO);
	input [2:0] A, B;
	output reg [7:0] CO;
	always @(*)
	begin
		if(A >= B)
			CO = A - B;
		else
			CO = B - A;
	end
endmodule
module mul(A, B, CO);
	input [2:0] A, B;
	output [7:0] CO;
	assign CO = A * B;
endmodule
module div(A, B, CO);
	input [2:0] A, B;
	output [7:0] CO;
	assign CO = A / B;
endmodule
module mux(i1, i2, i3, i4, K, out);
	input [7:0] i1, i2, i3, i4;
	input [1:0] K;
	output reg [7:0] out;
	always @(*)
	begin
		case(K)
			2'b00: out = i1;
			2'b01: out = i2;
			2'b10: out = i3;
			2'b11: out = i4;
		endcase
	end
endmodule
module display(A, B, K, out, RH, RL, sign);
	input [2:0] A, B;
	input [1:0] K;
	input [7:0] out;
	output reg sign;
	output reg [3:0] RH;
	output reg [6:0] RL;
	always @(*)
	begin
		if(K == 2'b01 && A < B)
			sign = 1;
		else
			sign = 0;
	end
	always @(*)
	begin
		if(K == 2'b11 && B == 0)
			RH = 0;
		else if(out >= 0 && out <= 9)
			RH = 0;
		else if(out >= 10 && out <= 19)
			RH = 1;
		else if(out >= 20 && out <= 29)
			RH = 2;
		else if(out >= 30 && out <= 39)
			RH = 3;
		else 
			RH = 4;
	end
	always @(*)
	begin
		if(K == 2'b11 && B == 0)
			RL = 7'b1001111;
		else if(out % 10 == 0)
			RL = 7'b1111110;
		else if(out % 10 == 1)
			RL = 7'b0110000;
		else if(out % 10 == 2)
			RL = 7'b1101101;
		else if(out % 10 == 3)
			RL = 7'b1111001;
		else if(out % 10 == 4)
			RL = 7'b0110011;
		else if(out % 10 == 5)
			RL = 7'b1011011;
		else if(out % 10 == 6)
			RL = 7'b1011111;
		else if(out % 10 == 7)
			RL = 7'b1110000;
		else if(out % 10 == 8)
			RL = 7'b1111111;
		else 
			RL = 7'b1111011;
	end
endmodule
module lab7(A, B, K, RH, RL, sign);
	input [2:0] A, B;
	input [1:0] K;
	output sign;
	output [3:0] RH;  
	output [6:0] RL;  
	wire [7:0] add_out, sub_out, mul_out, div_out;
	wire [7:0] out;
	add add1(A, B, add_out);
	sub sub1(A, B, sub_out);
	mul mul1(A, B, mul_out);
	div div1(A, B, div_out);
	mux mux1(add_out, sub_out, mul_out, div_out, K, out);
	display display1(A, B, K, out, RH, RL, sign);
endmodule
==> insert_results.sql <==
-- metrics for the results database
INSERT INTO impl_metrics (metric_group, metric, value, unit) VALUES
('floorplan', 'die.size.x', '90', 'um'),
('logic_synthesis', 'ys_sh_mux', '2.53', '%'),
('floorplan', 'rows', '25', ''),
('floorplan', 'dieHeight', '90', 'um'),
('floorplan', 'boundaryPins', '20', ''),
('logic_synthesis', 'synthDistinctLibCells', '76', ''),
('run_status', 'first_logged_error_message', '[ERROR DPL-0036] Detailed placement failed.', ''),
('logic_synthesis', 'simple_gate_share', '24.2', '%'),
('logic_synthesis', 'post_synth_ao_oa_area_fraction', '45.5', '%'),
('logic_synthesis', 'share_of_the_yosys_chip_area_belonging_to_registers', '0', '%'),
('logic_synthesis', 'adder_share', '19.1', '%'),
('run_status', 'last-stage-reached', 'detailed placement (3_5_place_dp)', ''),
('floorplan', 'initial_utilization', '70.3', '%'),
('logic_synthesis', 'postSynthAreaPerCell', '6.99', 'sq um'),
('placement', 'gp_congestion', '1.03', ''),
('logic_synthesis', 'biggest_area_cells', 'sky130_fd_sc_hd__ha_1, sky130_fd_sc_hd__nor2_1, sky130_fd_sc_hd__o21ai_0', ''),
('run_status', 'run_status', 'stopped before the end', ''),
('logic_synthesis', 'synth_chip_area', '3320', 'sq um'),
('logic_synthesis', 'synth-xor-area-share', '4.00', '%'),
('logic_synthesis', 'yosysTopAreaCell', 'sky130_fd_sc_hd__ha_1', ''),
('logic_synthesis', 'netlist_area', '3320', 'sq um'),
('logic_synthesis', 'syn-instance-count', '475', ''),
('placement', 'placement.io_buffers', '19', ''),
('logic_synthesis', 'yosys-dominant-comb-family', 'AND-OR/OR-AND gates', ''),
('logic_synthesis', 'synthDominantCellAreaShare', '15.5', '%'),
('logic_synthesis', 'ys.warnings.count', '3', ''),
('logic_synthesis', 'yosys_cells', '475', '');
cells in the mapped netlist (7+ instances only):
| cell | count |
|---|---|
| sky130_fd_sc_hd__o21a_1 | 10 |
| sky130_fd_sc_hd__o211ai_1 | 13 |
| sky130_fd_sc_hd__a21o_1 | 20 |
| sky130_fd_sc_hd__o21ai_0 | 33 |
| sky130_fd_sc_hd__a31oi_1 | 10 |
| sky130_fd_sc_hd__o21ai_1 | 7 |
| sky130_fd_sc_hd__a211oi_1 | 9 |
| sky130_fd_sc_hd__ha_1 | 41 |
| sky130_fd_sc_hd__nand3_1 | 16 |
| sky130_fd_sc_hd__inv_1 | 23 |
| sky130_fd_sc_hd__nor3_1 | 7 |
| sky130_fd_sc_hd__o31ai_1 | 7 |
| sky130_fd_sc_hd__nand2b_1 | 7 |
| sky130_fd_sc_hd__nor2_1 | 56 |
| sky130_fd_sc_hd__nand2_1 | 41 |
| sky130_fd_sc_hd__a21oi_1 | 29 |
logic make-up after synthesis:
group                    after synthesis
multiplexers                           8
other                                  2
buffers and inverters                 37
adder cells (fa/ha/maj)               47
XOR/XNOR                              13
AND-OR/OR-AND                        203
AND/OR/NAND/NOR                      165
per-stage QoR:
| step | total power [mW] | TNS (ns) |
|---|---|---|
| 2_1_floorplan | 0.755 | -41.23 |
| 3_3_place_gp | 1.20 | -50.51 |
Power is estimated from default activity; no workload was simulated.
